### /design/flow/config.mk
export PLATFORM = sky130hd
export DESIGN_NAME = speedometer
export DESIGN_NICKNAME = speedometer
export VERILOG_FILES = /design/flow/design.v
export SDC_FILE = /design/flow/constraint.sdc
export NUM_CORES = 4
export LEC_CHECK = 1
export CORE_UTILIZATION = 30
### /design/flow/constraint.sdc
current_design speedometer

set clk_period 8.3
set clk_io_pct 0.2

create_clock -name clk0 -period $clk_period [get_ports {CLOCK_50}]

set non_clock_inputs [all_inputs -no_clocks]
set_input_delay [expr $clk_period * $clk_io_pct] -clock clk0 $non_clock_inputs
set_output_delay [expr $clk_period * $clk_io_pct] -clock clk0 [all_outputs]
### /design/flow/design.v
module speedometer(CLOCK_50, SW, GPIO, HEX0, HEX1, HEX2, HEX4, HEX5, HEX6, HEX7, LEDR, LEDG);
  input CLOCK_50;
  input [17:0] SW;
  inout [35:0] GPIO;
  output reg [17:0] LEDR;
  output reg [7:0] LEDG;
  output [6:0] HEX0, HEX1, HEX2, HEX4, HEX5, HEX6, HEX7;
  reg [20:0] speed_output;
  wire [20:0] displace_output;
  wire [3:0] d_hundreds, d_tens, d_ones, s_hundreds, s_tens, s_ones, l_hundreds, l_tens, l_ones;
  always @(*)
	case (SW[17:15])
		3'b000: speed_output <= 0;
		3'b001: speed_output <= 10;
		3'b010: speed_output <= 20;
		3'b011: speed_output <= 30;
		3'b100: speed_output <= 40;
		3'b101: speed_output <= 50;
		3'b110: speed_output <= 60;
		3'b111: speed_output <= 70;
		default: speed_output <= 0;
	endcase	
  assign displace_output = ((speed_output * 1000) / 3600);
  BCD bcd_displace(
	.binary(displace_output[7:0]),
	.Hundreds(d_hundreds),
	.Tens(d_tens),
	.Ones(d_ones)
	);
  hex_display d_display_hundreds(
	.IN(d_hundreds),
	.OUT(HEX2)
	);
  hex_display d_display_tens(
	.IN(d_tens),
	.OUT(HEX1)
	);
  hex_display d_display_ones(
	.IN(d_ones),
	.OUT(HEX0)
	);
  BCD bcd_speed(
	.binary(speed_output[7:0]),
	.Hundreds(s_hundreds),
	.Tens(s_tens),
	.Ones(s_ones)
	);
  hex_display s_display_tens(
	.IN(s_tens),
	.OUT(HEX7)
	);
  hex_display s_display_ones(
	.IN(s_ones),
	.OUT(HEX6)
	);
  reg [7:0] limit;
  always @(*)
	case (SW[4:0])
		5'b00000: limit <= 8'd5;
		5'b00001: limit <= 8'd10;
		5'b00010: limit <= 8'd15;
		5'b00011: limit <= 8'd20;
		5'b00100: limit <= 8'd25;
		5'b00101: limit <= 8'd30;
		5'b00110: limit <= 8'd35;
		5'b00111: limit <= 8'd40;
		5'b01000: limit <= 8'd45;
		5'b01001: limit <= 8'd50;
		5'b01010: limit <= 8'd55;
		5'b01011: limit <= 8'd60;
		5'b01100: limit <= 8'd65;
		5'b01101: limit <= 8'd70;
		5'b01110: limit <= 8'd75;
		5'b01111: limit <= 8'd80;
		5'b10000: limit <= 8'd85;
		5'b10001: limit <= 8'd90;
		5'b10010: limit <= 8'd95;
		5'b10011: limit <= 8'd100;
		5'b10100: limit <= 8'd105;
		5'b10101: limit <= 8'd110;
		5'b10110: limit <= 8'd115;
		5'b10111: limit <= 8'd120;
		5'b11000: limit <= 8'd125;
		5'b11001: limit <= 8'd130;
		5'b11010: limit <= 8'd135;
		5'b11011: limit <= 8'd140;
		5'b11100: limit <= 8'd145;
		5'b11101: limit <= 8'd150;
		5'b11110: limit <= 8'd155;
		5'b11111: limit <= 8'd160;
		default: limit <= 5;
	endcase	
  BCD bcd_speed_limit(
	.binary(limit[7:0]),
	.Hundreds(l_hundreds),
	.Tens(l_tens),
	.Ones(l_ones)
	);
  hex_display l_display_tens(
	.IN(l_tens),
	.OUT(HEX5)
	);
  hex_display l_display_ones(
	.IN(l_ones),
	.OUT(HEX4)
	);
  wire flash_clock;
  wire [27:0] out2;
  RateDivider update(
	.clock(CLOCK_50),
 	.enable(1'b1),
 	.d(28'd25000000),
 	.q(out2)
	);
  assign flash_clock = (out2 == 28'd0) ? 1 : 0;
  always @(posedge CLOCK_50)
  begin
	if (speed_output[7:0] <= limit)  
		LEDG[7:0] <= 8'b11111111;
        else if (LEDR[17:0] == 18'b111111111111111111)  
		LEDG[7:0] <= 8'b00000000;
  end
  always @(posedge CLOCK_50)
  begin
	if (flash_clock == 1'b1) begin
		if (speed_output[7:0] > limit && LEDR[17:0] == 18'b000000000000000000)  
			LEDR[17:0] <= 18'b111111111111111111;
		else
			LEDR[17:0] <= 18'b000000000000000000;  
	end
        else if (LEDG[7:0] == 8'b11111111)  
		LEDR[17:0] <= 18'b000000000000000000;
  end
endmodule
module speed_calculator(speed, displacement, trig, echo, clock);
  input clock;
  inout echo, trig;
  output reg [20:0] displacement;
  output [20:0] speed;
  wire [20:0] curr_dist;
  reg [20:0] prev_dist;
  usensor distance_calculator(
	.distance(curr_dist),
	.trig(trig),
	.echo(echo),
	.clock(clock)
	);
  wire [27:0] out1;
  reg adj_clock;
  RateDivider rd(
	.clock(CLOCK_50),
 	.enable(1'b1),
 	.d(28'd500000),
 	.q(out1)
	);
  always @(posedge clock) begin
	if (out1 == 28'd0)
		adj_clock <= ~adj_clock;
  end
  always @(posedge clock) begin
    if (adj_clock == 1'b1)
       prev_dist <= curr_dist;
  end
  always @(posedge clock) begin
    if (adj_clock == 1'b0)
      displacement <= (curr_dist > prev_dist)?(curr_dist - prev_dist):(prev_dist - curr_dist);
  end
  assign speed = (((displacement * 100)*36)/1000);
endmodule
module usensor(distance, trig, echo, clock);
  input clock, echo;
  output reg [25:0] distance;
  output reg trig;
  reg [25:0] master_timer;
  reg [25:0] trig_timer;
  reg [25:0] echo_timer;
  reg [25:0] echo_shift10;
  reg [25:0] echo_shift12;
  reg [25:0] temp_distance;
  reg echo_sense, echo_high;
  localparam  TRIG_THRESHOLD = 14'b10011100010000,
              MASTER_THRESHOLD = 26'b10111110101111000010000000;
  always @(posedge clock)
  begin
    if (master_timer == MASTER_THRESHOLD)
		begin
        master_timer <= 0;
		  end
    else if (trig_timer == TRIG_THRESHOLD || echo_sense)
      begin
        trig <= 0;
        echo_sense <= 1;
        if (echo)
			   			    begin
					echo_high <= 1;
					echo_timer <= echo_timer + 1;
					temp_distance <= (echo_timer / 2900);
			    end
        else
          begin
				distance <= temp_distance + 2'd2;
				echo_timer <= 0;
				trig_timer <= 0;
				echo_sense <= 0;
          end
      end
    else
	   begin
      trig <= 1;
      trig_timer <= trig_timer + 1;
      master_timer <= master_timer + 1;
    end
  end
endmodule
module hex_display(IN, OUT);
   input [3:0] IN;
	 output reg [7:0] OUT;
	 always @(*)
	 begin
		case(IN[3:0])
			4'b0000: OUT = 7'b1000000;
			4'b0001: OUT = 7'b1111001;
			4'b0010: OUT = 7'b0100100;
			4'b0011: OUT = 7'b0110000;
			4'b0100: OUT = 7'b0011001;
			4'b0101: OUT = 7'b0010010;
			4'b0110: OUT = 7'b0000010;
			4'b0111: OUT = 7'b1111000;
			4'b1000: OUT = 7'b0000000;
			4'b1001: OUT = 7'b0011000;
			4'b1010: OUT = 7'b0001000;
			4'b1011: OUT = 7'b0000011;
			4'b1100: OUT = 7'b1000110;
			4'b1101: OUT = 7'b0100001;
			4'b1110: OUT = 7'b0000110;
			4'b1111: OUT = 7'b0001110;
			default: OUT = 7'b0111111;
		endcase
	end
endmodule
module BCD (
  input [7:0] binary,
  output reg [3:0] Hundreds,
  output reg [3:0] Tens,
  output reg [3:0] Ones
  );
  integer i;
  always @(binary)
  begin
    Hundreds = 4'd0;
    Tens = 4'd0;
    Ones = 4'd0;
    for (i = 7; i >=0; i = i-1)
    begin
      if (Hundreds >= 5)
        Hundreds = Hundreds + 3;
      if (Tens >= 5)
        Tens = Tens + 3;
      if (Ones >= 5)
        Ones = Ones + 3;
      Hundreds = Hundreds << 1;
      Hundreds[0] = Tens[3];
      Tens = Tens << 1;
      Tens[0] = Ones[3];
      Ones = Ones << 1;
      Ones[0] = binary[i];
    end
  end
endmodule
module RateDivider(clock, enable, d, q);
    input enable, clock;
    input [27:0] d;
    output reg [27:0] q;
    always @(posedge clock)
    begin
    if (q == 28'd0)
	 q <= d;
    else if (enable == 1'b1)
	 q <= q - 1'b1;
    end
endmodule
module DFlipFLop(data, clk, reset, q);
	input data, clk, reset;
	output reg q;
	always @(posedge clk)
	begin
	if (reset == 1'b0)
		q <= (data * 8)/5;
	else
		q <= (data * 5)/8;
	end
endmodule
### /design/flow/run.sh
#!/bin/bash
# OpenROAD 26Q1-2900-gdf79404cd8, Yosys 0.63+post, stock flow scripts
make -C /OpenROAD-flow-scripts/flow DESIGN_CONFIG=/design/flow/config.mk WORK_HOME=/design/flow/orfs finish
==> job_summary.md <==
### Yosys + OpenROAD results

| Metric | Value |
|---|---|
| Fillers | 2361 |
| Main area contributors after synthesis | ha_1 (16%), dfxtp_1 (6.7%), nor2_1 (5.2%), mux2i_1 (4.5%), a21oi_1 (4.1%) |
| Hold slack final | between 0.4 and 0.5 ns |
| Layout cells sized above 1 | 47.5% |
| Main flop type | dfxtp_1 |
| Area leader share | 15.5% |
| GRT overflow | 0 |
| CTS max path bufs | 2 |
| Critical Path AT | 11.35 ns |
| Aggregate global-route resource usage | around 18% |
| EDFF count, synth | 1 |
| Status | finished with violations |
| Diode count | 0 |
| Htree depth | 2 |
| Initial antenna violation count | 0 |
| Post-synth top area cell | ha_1 |
| Worst reg2reg startpoint | update.q[5]$_SDFF_PP0_ |
| R2r setup slk | 5.20 ns |
| Port bufs | 80 |
| Cell Area, Placed | 0.0131 sq mm |
| WP data required | roughly 6.6 ns |
| Slew @ Worst Pin | about 1.0 ns |
| Die height | 172 um |
| P&R area growth vs syn | 72.2% |
| Cycle use final | 157% |
| Endpoints failing setup | 26 |
| Setup crit start | SW[15] |
| CP endpoint | HEX1[1] |
| Worst hold path type | register to register |
| WS Path Type | input port to primary output |
| Fmax | 76.8 MHz |
| Count leader, synth | nor2_1 |
| CTS tree | yes |
| Crit end category | primary output |
| Yosys warning tally | 11 |
| FP Util | 30.9% |
| Post-Route Setup TNS | -71.32 ns |
| Reg2reg end | LEDR[16]$_SDFFCE_PN0P_ |
| DR iter-0 viols | around 430 |
| Distinct cell type count after synthesis | ~110 |
| TritonCTS Buffers | 5 |
| Vias in the first global route | approximately 9500 |
| Shortest period the worst path allows | 13.01 ns |
| YS chip area | 0.00870 sq mm |
| First-pass GRT wire length | 44500 um |
| RSZ-0062 raised after global routing | true |
| Most frequent CP cell | buf_6 |
| Seq share, synth | 7.02% |
| Root buffer cell | clkbuf_16 |
| R2R depth | 6 |
| Clock Skew | 0.00495 ns |
| Critical path buffer and inverter count | 15 |
| Crit-path max FO | 5 |
| Endpoints left unconstrained | 36 |
| Die ar. | 0.0297 sq mm |
| Final Max Slew Viols | 0 |
| Crit path depth | 49 |
| Vias | roughly 10000 |
| Hpwl dp | 21600 um |
| Worst setup margin | -4.71 ns |
| Detailed Routing Iterations Pass 1 | 8 |
| Via/cell ratio | between 5 and 6 |
| Die W | 172 um |
| Worst-path clk slew | roughly 0.050 ns |
| Syn Area/Cell | 7.40 sq um |
| Number of core rows | 61 |
| Post-Route WL | ~28000 um |
| Log Warnings | 127 |
| Worst path slowest cell | fa_1 |
| GP Congestion | 0.930 |
| MaxCap Viol Count | 0 |
| Core area | 0.0282 sq mm |
| Failing checks | setup timing |
| Final instance area | 0.0150 sq mm |
| Max_slew headroom | 31.6% |
| Routed WL per cell | 13.7 um |
| Post-synthesis instance area | 0.00870 sq mm |
| Startpoint types | input port |
| Yosys reg bits | 30 |
| Top cells by count | nor2_1 (121), ha_1 (108), nand2_1 (95) |
| Syn Inst Count | 1176 |
| Yosys Instances | around 1200 |
| CTS Sinks | 30 |
| Clk ins delay skew pair | 0.27 ns |
| Worst path top cell family by delay | AND-OR/OR-AND gates |
| I/O pins | 130 |
| Async SR Flop Fraction | 0% |
| Final hold violation count | 0 |
| DRC Markers | 0 |
| Post-route ant nets | 0 |
| Critical path's largest stage delay | about 0.53 ns |
| Pin count of the biggest net entering global routing | 25 |
| # hold bufs at CTS | 0 |
## worst register-to-register path: cells and delay by family (launching register included)
kind	cells	cell delay, ns
simple gates	6	2.51
flops	1	0.31
## layout make-up
type | count | area, sq um | area share, %
clock buffer | 6 | 139 | 0.927
sequential | 30 | 611 | 4.07
tap | 378 | 473 | 3.16
multi-input combinational | 1012 | 9080 | 60.6
clock inverter | 2 | 11.3 | 0.0751
inverter | 72 | 305 | 2.04
timing repair buffer | 548 | 4370 | 29.2
## stage by stage
step	worst slack, ns	utilization, %	cells
detailed placement	-5.76	46.4	1953
finish	-4.71	53.2	2048
CTS	-4.85	50.4	2011
global placement	-5.65	46.4	1953
global route	-5.22	53.2	2048
floorplan	-4.69	-	1179
## layer usage
metal  vias up  share of wire, %  GRT usage [%]
li1       5303                 -              -
met1      4792                49           26.0
met2       227                44           29.6
met3        35               4.6           2.59
met4         0               2.3           4.12
met5         -                 0              0
## cell families after synthesis
| family | synth area share [%] |
|---|---|
| flops | 7.02 |
| mux | 6.91 |
| simple gates | 24.2 |
| buf+inv | 7.49 |
| other cells | 0.0863 |
| compound gates | 28.6 |
| xor+xnor | 7.94 |
| fa+ha+maj | 17.7 |
## worst min-delay path by stage
stage	start	end	slack, ns	cells past startpoint
after CTS	update.q[16]$_SDFF_PP1_	update.q[16]$_SDFF_PP1_	0.45	1
after global routing	update.q[16]$_SDFF_PP1_	update.q[16]$_SDFF_PP1_	0.48	1
final	update.q[16]$_SDFF_PP1_	update.q[16]$_SDFF_PP1_	0.45	1
## state kept, by name, summed over array words and instances, names as in the netlist
signal	cells
LEDG	1
LEDR	1
update.q	28
## cell usage in the layout, fill, tap and decap left out, drive strengths merged, types with 29 or more instances in the layout
| cell type | Yosys | layout |
|---|---|---|
| mux2i | 41 | 41 |
| buf | 41 | 488 |
| nor2 | 122 | 122 |
| a21oi | 75 | 75 |
| ha | 108 | 108 |
| nand3 | 29 | 29 |
| nand2 | 98 | 98 |
| o21ai | 75 | 75 |
| clkdlybuf4s50 | 0 | 42 |
| nor3 | 34 | 34 |
| xnor2 | 45 | 45 |
| inv | 70 | 70 |
| dfxtp | 29 | 29 |
## timing repair
action                     in CTS  in global routing
cloned                          0                  0
pin swaps                      73                101
setup buffers                  53                 47
setup endpoints to repair      33                 30
resized                       199                158
